==> design.v <==
module adder_sel #(
    parameter int Width = 16
) (
    input  logic signed [Width-1:0] x_i,
    input  logic signed [Width-1:0] y_i,
    input  logic                    d_i,
    output logic signed [Width-1:0] xn_o
);
  assign xn_o = (d_i) ? x_i + y_i : x_i - y_i;
endmodule
module barrel_shifter #(
    parameter int Width = 16
) (
    input  logic [Width-1:0] x_i,
    input  logic [      3:0] amount_i,
    output logic [Width-1:0] y_o
);
  logic [Width-1:0] s0, s1, s2;
  logic sign;
  assign sign = x_i[Width-1];
  assign s0   = (amount_i[0]) ? {{1{sign}}, x_i[Width-1:1]} : x_i;
  assign s1   = (amount_i[1]) ? {{2{sign}}, s0[Width-1:2]} : s0;
  assign s2   = (amount_i[2]) ? {{4{sign}}, s1[Width-1:4]} : s1;
  assign y_o  = (amount_i[3]) ? {{8{sign}}, s2[Width-1:8]} : s2;
endmodule
module cordic #(
    parameter int Width = 16
) (
    input logic clk_i,
    input logic rst_i,
    input logic start_cordic_i,
    input logic [Width-1:0] x0_i,
    input logic [Width-1:0] y0_i,
    input logic [Width-1:0] z0_i,
    output logic [Width-1:0] xn_o,
    output logic [Width-1:0] yn_o,
    output logic [Width-1:0] zn_o,
    output logic done_tick_cordic_o
);
  wire di;
  wire [Width-1:0] xn, yn, zn;
  wire [Width-1:0] xn_mux, yn_mux, zn_mux;
  wire sel;
  wire [Width-1:0] xn_aux, yn_aux, zn_aux, rom_aux;
  wire ena1;
  wire ena2;
  wire ena_cnt;
  localparam logic [3:0] MaxIter = 'd15;
  wire [3:0] addr;
  wire cnt_tick;
  wire [Width-1:0] rom_data;
  wire [Width-1:0] xn_shift, yn_shift;
  wire [Width-1:0] xn_sum, yn_sum;
  assign di = zn_aux[Width-1];
  fsm_cordic fsm_cordic_inst (
      .clk_i(clk_i),
      .rst_i(rst_i),
      .start_cordic_i(start_cordic_i),
      .cnt_tick_i(cnt_tick),
      .sel_o(sel),
      .ena1_o(ena1),
      .ena2_o(ena2),
      .ena_cnt_o(ena_cnt),
      .done_tick_cordic_o(done_tick_cordic_o)
  );
  counter #(
      .Width(4)
  ) addr_counter (
      .clk_i (clk_i),
      .rst_i (rst_i),
      .ena_i (ena_cnt),
      .max_i (MaxIter),
      .cnt_o (addr),
      .tick_o(cnt_tick)
  );
  mux #(
      .Width(Width)
  ) mux_z (
      .x1_i (z0_i),
      .x2_i (zn),
      .sel_i(sel),
      .xn_o (zn_mux)
  );
  reg_ena #(
      .Width(Width)
  ) reg_z (
      .clk_i(clk_i),
      .rst_i(rst_i),
      .ena_i(ena1),
      .d_i  (zn_mux),
      .q_o  (zn_aux)
  );
  rom_cordic #(
      .Width(Width)
  ) angle_rom (
      .addr_i(addr),
      .data_o(rom_data)
  );
  reg_ena #(
      .Width(Width)
  ) reg_rom (
      .clk_i(clk_i),
      .rst_i(rst_i),
      .ena_i(ena1),
      .d_i  (rom_data),
      .q_o  (rom_aux)
  );
  adder_sel #(
      .Width(Width)
  ) sum_z (
      .x_i (zn_aux),
      .y_i (rom_aux),
      .d_i (di),
      .xn_o(zn)
  );
  mux #(
      .Width(Width)
  ) mux_x (
      .x1_i (x0_i),
      .x2_i (xn),
      .sel_i(sel),
      .xn_o (xn_mux)
  );
  reg_ena #(
      .Width(Width)
  ) reg_x (
      .clk_i(clk_i),
      .rst_i(rst_i),
      .ena_i(ena1),
      .d_i  (xn_mux),
      .q_o  (xn_aux)
  );
  barrel_shifter #(
      .Width(Width)
  ) shifter_x (
      .x_i(xn_aux),
      .amount_i(addr),
      .y_o(xn_shift)
  );
  adder_sel #(
      .Width(Width)
  ) sum_x (
      .x_i (xn_aux),
      .y_i (yn_shift),
      .d_i (di),
      .xn_o(xn_sum)
  );
  reg_ena #(
      .Width(Width)
  ) reg_xn (
      .clk_i(clk_i),
      .rst_i(rst_i),
      .ena_i(ena2),
      .d_i  (xn_sum),
      .q_o  (xn)
  );
  mux #(
      .Width(Width)
  ) mux_y (
      .x1_i (y0_i),
      .x2_i (yn),
      .sel_i(sel),
      .xn_o (yn_mux)
  );
  reg_ena #(
      .Width(Width)
  ) reg_y (
      .clk_i(clk_i),
      .rst_i(rst_i),
      .ena_i(ena1),
      .d_i  (yn_mux),
      .q_o  (yn_aux)
  );
  barrel_shifter #(
      .Width(Width)
  ) shifter_y (
      .x_i(yn_aux),
      .amount_i(addr),
      .y_o(yn_shift)
  );
  adder_sel #(
      .Width(Width)
  ) sum_y (
      .x_i (yn_aux),
      .y_i (xn_shift),
      .d_i (~di),
      .xn_o(yn_sum)
  );
  reg_ena #(
      .Width(Width)
  ) reg_yn (
      .clk_i(clk_i),
      .rst_i(rst_i),
      .ena_i(ena2),
      .d_i  (yn_sum),
      .q_o  (yn)
  );
  assign xn_o = xn;
  assign yn_o = yn;
  assign zn_o = zn;
endmodule
module counter #(
    parameter int Width = 4
) (
    input  logic             clk_i,
    input  logic             rst_i,
    input  logic             ena_i,
    input  logic [Width-1:0] max_i,
    output logic [Width-1:0] cnt_o,
    output logic             tick_o
);
  logic [Width-1:0] counter_q, counter_d;
  logic counter_done;
  always_ff @(posedge clk_i, posedge rst_i) begin
    if (rst_i) begin
      counter_q <= 'd0;
    end else if (ena_i) begin
      counter_q <= counter_d;
    end
  end
  assign counter_done = (counter_q == max_i - 'd1) ? 1'b1 : 1'b0;
  assign counter_d = (counter_done) ? 'd0 : counter_q + 'd1;
  assign cnt_o = counter_q;
  assign tick_o = counter_done;
endmodule
module fsm_cordic (
    input  logic clk_i,
    input  logic rst_i,
    input  logic start_cordic_i,
    input  logic cnt_tick_i,
    output logic sel_o,
    output logic ena1_o,
    output logic ena2_o,
    output logic ena_cnt_o,
    output logic done_tick_cordic_o
);
  typedef enum {
    IDLE,
    INIT_COND1,
    INIT_COND2,
    INC_ADDR,
    ITER_STAGE1,
    ITER_STAGE2,
    XXX
  } state_type_e;
  state_type_e state_reg, state_next;
  always_ff @(posedge clk_i, posedge rst_i) begin
    if (rst_i) begin
      state_reg <= IDLE;
    end else begin
      state_reg <= state_next;
    end
  end
  always_comb begin
    state_next         = state_reg;
    done_tick_cordic_o = 1'b0;
    sel_o              = 1'b1;
    ena1_o             = 1'b0;
    ena2_o             = 1'b0;
    ena_cnt_o          = 1'b0;
    case (state_reg)
      IDLE: begin
        sel_o = 1'b0;
        if (start_cordic_i) begin
          state_next = INIT_COND1;
        end
      end
      INIT_COND1: begin
        sel_o = 1'b0;
        ena1_o = 1'b1;
        state_next = INIT_COND2;
      end
      INIT_COND2: begin
        sel_o = 1'b0;
        ena2_o = 1'b1;
        state_next = INC_ADDR;
      end
      INC_ADDR: begin
        ena_cnt_o  = 1'b1;
        state_next = ITER_STAGE1;
      end
      ITER_STAGE1: begin
        ena1_o = 1'b1;
        state_next = ITER_STAGE2;
      end
      ITER_STAGE2: begin
        ena2_o = 1'b1;
        if (cnt_tick_i) begin
          done_tick_cordic_o = 1'b1;
          state_next = IDLE;
        end else begin
          state_next = INC_ADDR;
        end
      end
      default: begin
        state_next = XXX;
      end
    endcase
  end
endmodule
module mux #(
    parameter int Width = 16
) (
    input  logic [Width-1:0] x1_i,
    input  logic [Width-1:0] x2_i,
    input  logic             sel_i,
    output logic [Width-1:0] xn_o
);
  assign xn_o = (sel_i) ? x2_i : x1_i;
endmodule
module reg_ena #(
    parameter int Width = 16
) (
    input  logic             clk_i,
    input  logic             rst_i,
    input  logic             ena_i,
    input  logic [Width-1:0] d_i,
    output logic [Width-1:0] q_o
);
  always_ff @(posedge clk_i, posedge rst_i) begin
    if (rst_i) begin
      q_o <= 'd0;
    end else if (ena_i) begin
      q_o <= d_i;
    end
  end
endmodule
module rom_cordic #(
    parameter int Width = 16
) (
    input  logic [      3:0] addr_i,
    output logic [Width-1:0] data_o
);
  always_comb begin
    case (addr_i)
      4'd0:    data_o = 16'b0010110100000000;   
      4'd1:    data_o = 16'b0001101010010001;   
      4'd2:    data_o = 16'b0000111000001001;   
      4'd3:    data_o = 16'b0000011100100000;   
      4'd4:    data_o = 16'b0000001110010100;   
      4'd5:    data_o = 16'b0000000111001010;   
      4'd6:    data_o = 16'b0000000011100101;   
      4'd7:    data_o = 16'b0000000001110011;   
      4'd8:    data_o = 16'b0000000000111001;   
      4'd9:    data_o = 16'b0000000000011101;   
      4'd10:   data_o = 16'b0000000000001110;   
      4'd11:   data_o = 16'b0000000000000111;   
      4'd12:   data_o = 16'b0000000000000100;   
      4'd13:   data_o = 16'b0000000000000010;   
      4'd14:   data_o = 16'b0000000000000001;   
      4'd15:   data_o = 16'b0000000000000000;   
      default: data_o = 'x;
    endcase
  end
endmodule
==> run.sh <==
#!/bin/bash
# OpenROAD 26Q1-2900-gdf79404cd8, Yosys 0.63+post, stock flow scripts
make -C /OpenROAD-flow-scripts/flow DESIGN_CONFIG=/design/flow/config.mk WORK_HOME=/design/flow/orfs finish
==> config.mk <==
export PLATFORM = sky130hd
export DESIGN_NAME = cordic
export DESIGN_NICKNAME = cordic
export VERILOG_FILES = /design/flow/design.v
export SDC_FILE = /design/flow/constraint.sdc
export NUM_CORES = 4
export LEC_CHECK = 1
export CORE_UTILIZATION = 50
==> constraint.sdc <==
current_design cordic

set clk_period 14.6
set clk_io_pct 0.2

create_clock -name clk0 -period $clk_period [get_ports {clk_i}]

set non_clock_inputs [all_inputs -no_clocks]
set_input_delay [expr $clk_period * $clk_io_pct] -clock clk0 $non_clock_inputs
set_output_delay [expr $clk_period * $clk_io_pct] -clock clk0 [all_outputs]
==> reports/results.txt <==
Latency at later pin -> 360 ps
Async SR Flop Fraction -> 100%
# IOs -> 100
Root Driver -> clkbuf_16
Commonest flop -> dfrtp_1
Synth cell types -> 74
DIE AREA -> 18,600 µm²
Seq cells post-synth -> 104
number of remaining DRC errors -> 0
CTS HTree Levels -> 3
result of the run -> finished clean
Clock Sinks -> 104
ranking of synthesized cells by area -> dfrtp_1 29%, ha_1 7.9%, mux4_2 7.5%
WHS -> 427 ps
fillers -> 1,568
data required time at the worst endpoint -> 11,680 ps
Die Span Y -> 136 µm
Max Cap Violations -> 0
Max Slew Vio Count -> 0
fp util -> 51.6%
RSZ-0062 raised after global routing -> no
Mapped Area -> 9020 µm²
Hold Buf Count CTS -> 0
Fmax achieved -> 136 MHz
actual slew at the worst max-slew pin -> 817 ps
final hold violations -> 0
Post CTS Setup Buffer Count -> 0
number of enable flip-flop cells -> 0
Slew HR -> 44.8%
most frequent cells in the layout -> 163 x nand2_1, 123 x nor2_1, 101 x dfrtp_1
Crit Path Class -> flip-flop to primary output
WL final -> 23,300 µm
GRT Residual Overflow -> 0
minimum clock period -> 7370 ps
global-route wire length before repair -> 38,200 µm
Initial DRC Count -> 398
Syn Inst Count -> 1,077
ys cells -> 1,077
Synth warnings -> 4
share of cells above drive strength 1 -> 8.38%
Synth Seq Share -> 28.9%
clock skew -> 11.9 ps
CP Launch Type -> flip-flop
count of input and output buffers -> 99
Top-area cell share -> 28.6%
placer congestion estimate -> 0.947
Core Area -> 17,500 µm²
Setup violations, final -> 0
hold crit path type -> flip-flop to flip-flop
Rows -> 48
CTS tree -> yes
Vias/cell -> 5.89
Routed Antenna Nets -> 0
Total Routing Usage GR -> 27.3%
die width -> 136 µm
mean area per synthesized cell -> 8.38 µm²
fin crit share -> 50.5%
setup TNS -> 0 ps
initial antenna violation count -> 0
WL/cell -> 17.0 µm
drt first pass iters -> 5
Worst Path Max Fanout -> 4
Worst-path clk slew -> 80 ps
worst-case clock buffer depth -> 2
Worst setup EP type -> primary output
Num CTS Buffers -> 9
via count -> 8,074
tool warning count -> 33
area grow syn2layout -> 15.7%
Final HPWL DP -> 16,800 µm
Top cell excl fill/tap -> nand2_1
Yosys chip area -> 9020 µm²
Antenna Cells -> 0
dominant cell type by area after synthesis -> dfrtp_1
Data arrival, critical path -> 4450 ps
largest net degree at the start of global routing -> 58
vias in the first global route -> 7,477
post-cts resize count -> 0
-- critical path, stage by stage (launching register included) --
cell,delay [ps]
dfrtp_1,420
nor2_1,160
nor4b_1,690
nor2_1,110
xnor2_1,160
ha_1,330
o21a_1,120
o21ai_0,210
o31ai_1,140
o41ai_1,630
o21ai_0,250
a311oi_1,370
clkdlybuf4s50_1,510
-- final timing paths --
| path | slack [ps] | cells past startpoint | end | from |
|---|---|---|---|---|
| min reg2reg | 430 | 0 | fsm_cordic_inst.state_reg[5] | fsm_cordic_inst.state_reg[1] |
| max in group asynchronous | 10460 | 3 | reg_yn.q_o[13] | rst_i |
| max reg2reg | 9500 | 18 | reg_yn.q_o[15] | addr_counter.counter_q[1] |
| min in group asynchronous | 3040 | 2 | reg_xn.q_o[7] | rst_i |
| max | 7230 | 12 | zn_o[15] | reg_rom.q_o[2] |
| min | 430 | 0 | fsm_cordic_inst.state_reg[5] | fsm_cordic_inst.state_reg[1] |
-- layer usage --
layer	up-vias	track usage, %	part of all wire, %
met5	-	0	0
met4	0	5.93	2.5
met3	37	5.28	5.2
met2	214	43.4	47
met1	3811	40.0	45
li1	4012	-	-
-- synthesized netlist by cell type, types with 3 or more instances --
| library cell | count |
|---|---|
| o21ai_1 | 3 |
| and3_1 | 5 |
| buf_1 | 14 |
| fa_1 | 3 |
| xnor2_1 | 38 |
| inv_1 | 26 |
| mux2i_1 | 19 |
| nor4_1 | 4 |
| o21a_1 | 10 |
| a22o_1 | 7 |
| nor3b_1 | 10 |
| mux2_2 | 11 |
| nand4_1 | 3 |
| o31a_1 | 3 |
| nand3_1 | 23 |
| o21ai_0 | 50 |
| or2_2 | 9 |
| xor2_1 | 35 |
| a211oi_1 | 8 |
| a21oi_1 | 80 |
| or3_1 | 5 |
| buf_2 | 5 |
| o211ai_1 | 8 |
| a22oi_1 | 5 |
| buf_6 | 5 |
| nand2b_1 | 9 |
| and2_1 | 5 |
| o31ai_1 | 15 |
| nor3_1 | 19 |
| o21bai_1 | 4 |
| a31oi_1 | 52 |
| nand2_1 | 163 |
| clkbuf_1 | 36 |
| mux4_2 | 30 |
| nor2_1 | 125 |
| nor4b_1 | 4 |
| dfrtp_1 | 103 |
| nor2b_1 | 7 |
| a21o_1 | 10 |
| inv_2 | 3 |
| ha_1 | 57 |
| nand3b_1 | 6 |
-- cell type report --
| type | instances | area [µm²] | share of cell area (%) |
|---|---|---|---|
| clock buffers | 13 | 250 | 2.40 |
| clock inverters | 3 | 43.8 | 0.420 |
| inverters | 30 | 115 | 1.10 |
| multi-input cells | 882 | 6050 | 57.9 |
| flip-flops and latches | 104 | 2610 | 25.0 |
| well taps | 225 | 282 | 2.70 |
| repair buffers | 113 | 1100 | 10.5 |
-- cell families after synthesis --
logic type	after synthesis	share of synthesized area, %
buffers and inverters	91	4.31
adder cells (fa/ha/maj)	60	8.57
multiplexers	60	11.0
XOR/XNOR	73	7.08
flip-flops	104	28.9
AND-OR/OR-AND	284	20.0
AND/OR/NAND/NOR	405	20.3
-- per-stage QoR --
step	worst slack, ps	utilization (%)	area [µm²]	cells
2_1_floorplan	8870	-	9020	1077
3_3_place_gp	7720	58.0	10100	1354
3_5_place_dp	7660	58.0	10100	1354
4_1_cts	7260	59.7	10400	1370
5_1_grt	6920	59.7	10400	1370
6_report	7230	59.7	10400	1370
